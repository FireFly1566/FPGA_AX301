$ cat flow/run.sh
#!/bin/bash
# OpenROAD 26Q1-2900-gdf79404cd8, Yosys 0.63+post, stock flow scripts
make -C /OpenROAD-flow-scripts/flow DESIGN_CONFIG=/design/flow/config.mk WORK_HOME=/design/flow/orfs finish
$ cat flow/config.mk
export PLATFORM = sky130hd
export DESIGN_NAME = uartrx
export DESIGN_NICKNAME = uartrx
export VERILOG_FILES = /design/flow/design.v
export SDC_FILE = /design/flow/constraint.sdc
export NUM_CORES = 4
export LEC_CHECK = 1
export CORE_AREA = 10 10 98 98
export DIE_AREA = 0 0 108 108
export SYNTH_HDL_FRONTEND = slang
$ cat flow/constraint.sdc
current_design uartrx

set clk_period 2.3
set clk_io_pct 0.2

create_clock -name clk0 -period $clk_period [get_ports {clk}]

set non_clock_inputs [all_inputs -no_clocks]
set_input_delay [expr $clk_period * $clk_io_pct] -clock clk0 $non_clock_inputs
set_output_delay [expr $clk_period * $clk_io_pct] -clock clk0 [all_outputs]
$ cat flow/design.v
`timescale 1ns/1ps
module uartrx(clk,rst_n,rx,dataout,rdsig,dataerror,frameerror);
input clk;  
input rst_n;
input rx;  
output dataout;  
output rdsig;
output dataerror;  
output frameerror;
reg[7:0] dataout;
reg rdsig,dataerror;
reg frameerror;
reg[7:0] cnt;
reg rxbuf,rxfall,receive;
parameter paritymode=1'b0;
reg presult,idle;
always @(posedge clk)  
begin
	rxbuf<=rx;
	rxfall<=rxbuf &(~rx);
end
always @(posedge clk)
begin
	if(rxfall && (~idle)) begin 
		receive <= 1'b1;
	end
	else if(cnt==8'd168) begin  
		receive<=1'b0;
	end
end
always @(posedge clk or negedge rst_n)
begin
	if(!rst_n) begin
		idle<=1'b0;
		cnt<=8'd0;
		rdsig<=1'b0;
		frameerror<=1'b0;
		dataerror<=1'b0;
		presult<=1'b0;
	end
	else if(receive==1'b1) begin
		case(cnt)
		8'd0:begin
			idle<=1'b1;
			cnt<=cnt+8'd1;
			rdsig<=1'b0;
		end
		8'd24:begin  
			idle<=1'b1;
			dataout[0]<=rx;
			presult<=paritymode^rx;
			cnt<=cnt+8'd1;
			rdsig<=1'b0;
		end
		8'd40:begin   
			idle<=1'b1;
			dataout[1]<=rx;
			presult<=presult^rx;
			cnt<=cnt+8'd1;
			rdsig<=1'b0;
		end
		8'd56:begin
			idle<=1'b1;
			dataout[2]<=rx;
			presult<=presult^rx;
			cnt<=cnt+8'd1;
			rdsig<=1'b0;
		end
		8'd72:begin
			idle<=1'b1;
			dataout[3]<=rx;
			presult<=presult^rx;
			cnt<=cnt+8'd1;
			rdsig<=1'b0;
		end
		8'd88:begin	 
			idle<=1'b1;
			dataout[4]<=rx;
			presult<=presult^rx;
			cnt<=cnt+8'd1;
			rdsig<=1'b0;
		end
		8'd104:begin
			idle<=1'b1;
			dataout[5]<=rx;
			presult<=presult^rx;
			cnt<=cnt+8'd1;
			rdsig<=1'b0;
		end
		8'd120:begin
			idle<=1'b1;
			dataout[6]<=rx;
			presult<=presult^rx;
			cnt<=cnt+8'd1;
			rdsig<=1'b0;
		end
		8'd136:begin
			idle<=1'b1;
			dataout[7]<=rx;
			presult<=presult^rx;
			cnt<=cnt+8'd1;
			rdsig<=1'b1;
		end
		8'd152:begin  
			idle<=1'b1;
			if(presult==rx)
				dataerror<=1'b0;
			else
				dataerror<=1'b1;
				cnt<=cnt+8'd1;
				rdsig<=1'b1;
		end
		8'd168:begin
			idle<=1'b1;
			if(1'b1==rx)
				frameerror<=1'b0;
			else
				frameerror<=1'b1; 
				cnt<=cnt+8'd1;
				rdsig<=1'b1;
		end
		default:begin
			cnt<=cnt+8'd1;
		end
		endcase			
	end
	else begin
		cnt<=8'd0;
		idle<=1'b0;
		rdsig<=1'b0;
	end
end
endmodule
==> writeup.txt <==
For the synthesized instance count, the log shows 102. The maximum vdd ir drop is 284 uV. During synthesis, Yosys emitted a total of 0 warnings. The run gives 0 as the max-cap violation count.

Broken down by cell family, the worst path's largest delay share belongs to simple AND/OR/NAND/NOR gates. The maximum number of pins on one net before global-route repair was 17. The analysis attributes to cell leakage a power of 0.532 nW.

For the sequential fraction of the synthesis area, the log shows 55.7%. Based on the critical path, the design can be clocked at up to 564 MHz. Across all stage logs, warnings added up to 26.

The run finished with clean final reports. The tools report the count of nets left with antenna violations after detail routing as 0. The run gives 0 as the number of buffers inserted to repair setup after CTS.

The biggest area contributor in the post-synthesis netlist is dfrtp_1. Final worst clock skew: 0.00699 ns. With the effective utilization at floorplan at 14.7%, the placeable core region is 0.00765 mm^2. According to the floorplan report, the die width is 108 um.

At the worst endpoint, the required time is 2.44 ns. By area the synthesized netlist is led by dfrtp_1, edfxtp_1, dfxtp_1. The and-or/or-and share of the synthesized area was 11.5%; the fraction of the mapped netlist area in simple logic gates was 21.5%. The tools report the number of pins exceeding their max-slew limit in the final report as 0. The synthesized design contains 8 enable-type register cells. Per the detail_route report, vias per standard cell equal 3.62.

In the log, the iteration count for the first detailed-route pass is 4. The fraction of synthesis flops using an asynchronous set or reset pin is 54.2%. Per the CTS log, the root buffer master is clkbuf_8. Walking the critical path from launch to capture passes 3 cell instances. On the worst setup and hold paths after CTS, the clock-pin slew comes to 0.09 ns. Per the detail_route report, the via count comes to 785.

In this run, CTS created clock tree buffers numbering 3. The critical path goes through or4_4, a2111oi_4, o2bb2ai_1. Summing the areas of all fa, ha and maj instances in the mapped netlist gives 2.23% of the synthesized area. The run gives 581 mW/mm^2 for the power density relative to cell area. The nature of the critical path endpoint is a flop. The run gives 0 as the post-detailed-route DRC marker count. The post-synthesis area per instance was 11.0 um^2.

Setup repair after global routing left no endpoint under its margin. In this run, post-CTS hold repair placed 0 buffers. Most instantiated flip-flop cell in the synthesis netlist: dfrtp_1. Xor/xnor share of the synthesized area: 3.12%.

According to the floorplan report, the total die area is 0.0117 mm^2. The total overflow left after global routing is 0. Counting the fill cells in the layout gives 811.

The tools report the total number of H-tree levels as 1. The tools report the count of final hold-check violations as 0. The run gives 213 as the number of cells after detailed placement. The tools report the critical path data arrival time as 1.92 ns. The synthesized design devotes to its leading area cell type 29.0% of total area. Summed over all failing endpoints, the final setup total negative slack is 0 ns.

The I/O pin total was 14; the antenna diode count was 0. Post-CTS repair ended up resizing 0 cells. The type of the most critical hold path was in -> async. The insertion delay to the later sink of the worst-skew pair was 0.27 ns. Post-detailed-route wirelength per cell: 10.1 um.

The logs give 32 for the row count and 0.737 for the global placer's final weighted congestion. With the layout overhead on the synthesized area at 28.2%, the HPWL reported at the end of detailed placement is 1.55 mm. The run gives 1.89% for the fraction of synthesized area in multiplexers. The slowest library cell on the worst path is or4_4.

The tools report the clock sink count as 24. The number of global-route vias before repair was 774; the setup violation total in the final timing report was 0. The actual transition at the worst max-transition pin is 0.472 ns. The total standard cell area after synthesis is 0.00112 mm^2, and the number of antenna violations at the first check in global routing is 0. The total buffers and inverters traversed by the critical path works out to 0. The max-slew check reports its worst relative slack as 68.4%.

Along the worst path, the maximum fanout reaches 16. The synthesized netlist has a Yosys-reported chip area of 0.00112 mm^2. With the worst setup slack before clock tree synthesis at 0.471 ns, the first-iteration detailed-routing DRC count is 56.

The startpoint kind of the worst setup timing path is a flop. With the ratio of cells with drive above 1 in the final layout at 6.96%, the yosys stat cell total is 102. The final standard cell count with taps included and fillers excluded came out at 217. The path type of the worst setup path was reg -> reg. The sum of routed wire length over all layers was 2.19 mm; the global-route wire length before repair was 3.84 mm. Across every metal layer, demand over resource in global routing totals 3.99%.

Per STA, the highest per-stage delay on the worst path measures 0.59 ns. With the final critical-path share of the clock period at 77.1%, the reg2reg setup slack is 0.53 ns. The prevailing logic family in the synthesized netlist is simple AND/OR/NAND/NOR gates. The report puts the cell count of the worst reg-to-reg path at 3.

The number of I/O port buffers was 13. For the setup slack after layout, the log shows 0.526 ns. The minimum clock period is 1.77 ns. The count of cell types in the netlist came out at 38.

Counting along the longest clock path gives a buffer depth of 2. Yosys reported a register bit count of 24. TritonCTS built the clock tree. The floorplan die height came out at 108 um.
==> through the flow <==
stage / area [um^2] / power, W / hold WS (ns) / util, %
floorplan: 1120 / 0.000463 / 0.164 / -
CTS: 1440 / 0.000850 / 0.406 / 18.8
finish: 1440 / 0.000837 / 0.404 / 18.8
global placement: 1370 / 0.000482 / 0.422 / 17.9
global route: 1440 / 0.000873 / 0.394 / 18.8
detailed placement: 1370 / 0.000482 / 0.437 / 17.9
==> layout make-up <==
| class | instances | area (um^2) | area share [%] |
|---|---|---|---|
| clock inverters | 1 | 30.0 | 2.09 |
| well taps | 102 | 128 | 8.86 |
| repair buffers | 14 | 138 | 9.56 |
| clock buffers | 3 | 41.3 | 2.87 |
| flip-flops and latches | 24 | 626 | 43.4 |
| inverters | 7 | 26.3 | 1.82 |
| multi-input cells | 66 | 452 | 31.4 |
==> metal layers <==
metal  global-route usage (%)  vias up  share of wire (%)
met5                        0        -                  0
met4                    0.191        0               0.37
met3                     1.39        2                8.0
met2                     6.38       18                 44
met1                     5.39      368                 47
li1                         -      397                  -
==> state kept, by name, indices dropped and copies added, names as in the netlist <==
signal,cells
dataerror,1
dataout,8
rdsig,1
receive,1
cnt,8
presult,1
frameerror,1
rxfall,1
rxbuf,1
idle,1
==> worst paths after layout <==
path | startpoint | end
min reg2reg | rxbuf | rxfall
min | rst_n | dataerror
max reg2reg | cnt[5] | rdsig
max | cnt[5] | rdsig
max in group asynchronous | rst_n | cnt[6]
min in group clk0 | rxbuf | rxfall
==> power breakdown <==
part | internal [W] | switching [W] | leakage (nW) | total, W
Combinational | 0.0000114 | 0.0000123 | 0.240 | 0.0000237
Clock | 0.000233 | 0.000132 | 0.0357 | 0.000365
Sequential | 0.000445 | 0.00000344 | 0.256 | 0.000449
==> kinds of logic after synthesis <==
family,count (synthesis)
flip-flops,24
AND-OR/OR-AND,16
XOR/XNOR,4
buffers and inverters,12
multiplexers,2
adder cells (fa/ha/maj),2
AND/OR/NAND/NOR,42
==> cells in the final DEF (no fill, tap or decap), types with 2 or more instances in the layout <==
cell type / count
nor2b_1: 4
ha_1: 2
edfxtp_1: 8
or4_1: 2
clkbuf_8: 3
o21ai_0: 2
o31ai_1: 3
nand4b_1: 2
nor3_1: 4
clkdlybuf4s50_1: 13
o22ai_1: 2
nand2_1: 6
a21oi_1: 3
dfxtp_1: 3
nand4_1: 2
dfrtp_1: 13
inv_1: 7
or3_1: 2
nand3_1: 3
nor2_1: 8
xnor2_1: 2
and3_1: 2
xor2_1: 2
==> synthesized netlist by cell type (all sizes together), types with 2 or more instances <==
cell and n:
xor2 2, nand3 3, clkbuf 4, a21oi 3, dfxtp 3, edfxtp 8
and3 2, nor3 4, or4 3, xnor2 2, o31ai 3, o21ai 2
nor2b 4, inv 7, nand4b 2, dfrtp 13, o22ai 2, nand4 2
or3 2, nor2 8, ha 2, nand2 6
No activity file was given, so power comes from the tool's default toggle rates.
