$ cat design/flow/constraint.sdc
current_design uarttx

set clk_period 4.2
set clk_io_pct 0.2

create_clock -name clk0 -period $clk_period [get_ports {clk}]

set non_clock_inputs [all_inputs -no_clocks]
set_input_delay [expr $clk_period * $clk_io_pct] -clock clk0 $non_clock_inputs
set_output_delay [expr $clk_period * $clk_io_pct] -clock clk0 [all_outputs]
$ cat design/flow/config.mk
export PLATFORM = sky130hd
export DESIGN_NAME = uarttx
export DESIGN_NICKNAME = uarttx
export VERILOG_FILES = /design/flow/design.v
export SDC_FILE = /design/flow/constraint.sdc
export NUM_CORES = 4
export LEC_CHECK = 1
export CORE_AREA = 10 10 76 76
export DIE_AREA = 0 0 86 86
export SYNTH_HDL_FRONTEND = slang
$ cat design/flow/run.sh
#!/bin/bash
# OpenROAD 26Q1-2900-gdf79404cd8, Yosys 0.63+post, stock flow scripts
make -C /OpenROAD-flow-scripts/flow DESIGN_CONFIG=/design/flow/config.mk WORK_HOME=/design/flow/orfs finish
$ cat design/flow/design.v
`timescale 1ns/1ps
module uarttx(clk,rst_n,datain,wrsig,idle,tx);
input clk; 	 
input rst_n;
input [7:0] datain;  
input wrsig;  
output idle;  
output tx;  
reg idle,tx;
reg send;
reg wrsigbuf,wrsigrise;
reg presult;
reg [7:0] cnt;  
parameter paritymode=1'b0;
always @(posedge clk)
begin
	wrsigbuf <= wrsig;
	wrsigrise <=(~wrsigbuf) & wrsig;
end
always @(posedge clk)
begin
	if(wrsigrise && (~idle))  
		begin
			send<=1'b1;
		end
	else if(cnt==8'd168)  
		begin
			send<=1'b0;
		end
end
always @(posedge clk or negedge rst_n)
begin
	if(!rst_n)
		begin
			tx<=1'b0;
			idle<=1'b0;
			cnt<=8'd0;
			presult<=1'b0;
		end
	else if(send==1'b1)
	begin 
		case(cnt)  
		8'd0:begin
			tx<=1'b0;
			idle<=1'b1;
			cnt<=cnt+8'd1;
		end
		8'd16:begin
			tx<=datain[0];  
			presult<=datain[0]^paritymode;
			idle<=1'b1;
			cnt<=cnt+8'd1;
		end
		8'd32:begin
			tx<=datain[1]; 
			presult <= datain[1]^presult;
			idle <= 1'b1;
			cnt<=cnt+8'd1;
		end
		8'd48:begin
			tx<=datain[2];  
			presult<=datain[2]^presult;
			idle <= 1'b1;
			cnt<=cnt+8'd1;
		end
		8'd64:begin
			tx<=datain[3];
			idle <= 1'b1;
			cnt <=cnt+8'd1;
		end
		8'd80:begin
			tx<=datain[4];
			presult<=datain[4]^presult;
			idle<=1'b1;
			cnt<=cnt+8'd1;
		end
		8'd96:begin
			tx<=datain[5];
			presult<=datain[5]^presult;
			idle<=1'b1;
			cnt<=cnt+8'd1;
		end
		8'd112:begin
			tx<=datain[6];
			presult<=datain[6]^presult;
			idle<=1'b1;
			cnt<=cnt+8'd1;
		end
		8'd128:begin
			tx<=datain[7]; 
			presult<=datain[7]^presult;
			idle <= 1'b1;
			cnt<=cnt+8'd1;
		end
		8'd144:begin
			tx<=presult;  
			presult<=datain[0]^paritymode;
			idle <=1'b1;
			cnt<=cnt+8'd1;
		end
		8'd160:begin
			tx<=1'b1;  
			idle<=1'b1;
			cnt <= cnt+8'd1;
		end
		8'd168:begin
			tx<=1'b1;
			idle<=1'b0;  
			cnt<=cnt+8'd1;
		end
		default:begin
			cnt<=cnt+8'd1;
		end
		endcase
	end
	else begin
		tx<=1'b1;
		cnt<=8'd0;
		idle<=1'b0;
	end
end
endmodule
==> results.cfg <==
; synthesis and place-and-route metrics
[logic_synthesis]
xor_share_pct = 5.10
ys_area_um2 = 858
async_reset_ff_share_pct = 78.6
largest_area_cell = dfrtp_1
top_cell = dfrtp_1
compound_area_share_pct = 14.1
logic_family = simple AND/OR/NAND/NOR gates
syn-cell-area_um2 = 858
ys_sh_adder_pct = 4.23
simple_gate_area_share_pct = 29.6
enable_flop_cells = 0
synth_cell_types = 40
ys_seq_elements = 14
topCellsByArea = dfrtp_1 (32%), dfxtp_1 (7.0%), nand3_1 (4.1%)
yosys_cells = 90
syn_inst = 90
synth_seq_share_pct = 39.1
ys_top_cells_by_count = dfrtp_1 (11), nor2_1 (8), nand3_1 (7), nand2_1 (6), inv_1 (5)
yosysTopAreaCellShare_pct = 32.1
ys_warn_count = 0
muxShareOfSynthArea_pct = 2.48
syn_area_per_cell_um2 = 9.54
flop_cell = dfrtp_1

[drt]
postRouteAntennaNets = 0
dr.pass1.iters = 4
routed_wl_um = 1750
antenna-diode-count = 0
via_per_inst = 4.43
vias = 678
wl_per_cell_um = 11.4
drcViolationCount = 0
drt_iter0_drc = 55

[timing]
finalSetupViolations = 0
fmaxAchievable_mhz = 501
hold_violations = 0
setup_tns_ns = 0
finalCritPeriodShare_pct = 47.5
relSlewSlack_pct = 64.4
worstMarginPinSlew_ns = 0.531
fin_skew_ns = 0.00383
hold_ws_ns = 0.381
drv_slew = 0
post-route-min-period_ns = 2.00
grt_setup_unrepaired = false

[clocking]
h-tree-depth = 1
cts_root_buffer = clkbuf_8
cts_tree = yes
cts_setup_buffers = 0
cts_buffers = 3
clockBufferDepth = 2
worstSkewPairLatency_ns = 0.24
ctsHoldBuffers = 0
ctsResizeCount = 0
clkSinkCount = 14
clk_pin_slew_ns = 0.06

[cells_and_area]
area_growth_pct = 24.9
final_area_um2 = 1070
final-instance-count-excl-fill = 153
final_layout_size_suffix_gt1_share_pct = 12.6

[floorplanning]
core_um2 = 4120
die_area_um2 = 7400
fp.dieW_um = 86
ios = 13
fp_util_pct = 20.9
fp.dieH_um = 86
row_count = 23

[critical_path]
cp-start-kind = primary input
r2r-start = cnt[0]
critPathArrivalTime_ns = 2.12
critPathCaptureType = register
worst_r2r_path_depth = 7
crit_type = in2reg
ff2ff_setup_slack_ns = 2.33
crit_required_ns = 4.33
worstReg2RegEnd = tx
path_max_fanout = 2

[global_route]
grt_pass1_wl_um = 2910
grt_max_degree = 15
antenna_found_initial = 0
grt_overflow_total = 0
grt_use_total_pct = 4.64
grt_pass1_vias = 620

[power_and_ir_drop]
power_mw = 0.284
leakagePower_nw = 0.422
powerDensity_nw_per_um2 = 265
ir_worst_vdd_v = 0.000182

[min_path]
hold_start = wrsigbuf
min_path_cells = 1
holdPathEnd = wrsigrise
min_path_type = reg2reg

[run_status]
status = complete, no violations

[place]
gp_congestion = 0.802
numPortBuffers = 12
post_dp_cell_area_um2 = 1020
place_hpwl_um = 1280
place_inst = 149

[run]
warnings = 26
drv_cap = 0
==> per-layer routing <==
metal	wire length, um	track usage, %	vias up
li1	-	-	352
met1	943	7.00	306
met2	634	5.95	18
met3	161	2.29	2
met4	8	0.299	0
met5	0	0	-
==> cell families after synthesis <==
group           Yosys count
xor+xnor                  5
fa+ha+maj                 3
compound gates           16
buf+inv                   9
flops                    14
mux                       2
simple gates             41
==> per-stage QoR <==
| step | worst slack [ns] | util (%) |
|---|---|---|
| after global routing | 2.08 | 26.1 |
| final | 2.20 | 26.1 |
| after CTS | 2.22 | 26.1 |
| after floorplan | 2.51 | - |
| after detailed placement | 1.96 | 24.7 |
| after global placement | 1.98 | 24.7 |
==> sequential cells by signal, summed over array words and instances, names as in the netlist <==
register and flops:
idle 1, send 1, presult 1, wrsigbuf 1
wrsigrise 1, cnt 8, tx 1
==> layout make-up <==
| type | count | area, um2 |
|---|---|---|
| Timing Repair Buffer | 12 | 120 |
| Sequential cell | 14 | 335 |
| Multi-Input combinational cell | 67 | 477 |
| Inverter | 6 | 22.5 |
| Clock buffer | 4 | 55.1 |
| Fill cell | 425 | 3040 |
| Tap cell | 50 | 62.6 |
==> worst max-delay path: stages <==
cell and delay, ns:
clkdlybuf4s50_1 0.46, mux2i_1 0.06, o211a_1 0.26, o2111ai_1 0.24, a211oi_1 0.11, nand3b_1 0.16
==> where the power goes <==
group / total [mW] / leakage (nW) / switching (mW) / internal (mW)
logic: 0.0173 / 0.237 / 0.00568 / 0.0116
registers: 0.137 / 0.156 / 0.000468 / 0.136
clock network: 0.130 / 0.0288 / 0.0474 / 0.0829
total: 0.284 / 0.422 / 0.0535 / 0.231
==> placed cells by master, fill, tap and decap left out, drive strengths merged, types with 2 or more instances in the layout <==
master	Yosys	layout
o2111ai	2	2
nor3	2	2
dfrtp	11	11
xor2	3	3
ha	2	2
nor2	9	9
nand4b	2	2
or3	2	2
a21o	4	4
nor2b	2	2
nand3b	3	3
inv	5	5
and3	2	2
nand3	7	7
clkdlybuf4s50	0	12
dfxtp	3	3
a21oi	4	4
nand2	6	6
xnor2	2	2
clkbuf	0	4
==> how the worst max path moves through the flow <==
stage | cells past startpoint | from | end | slack (ns)
CTS | 6 | datain[4] | presult | 2.22
global route | 7 | cnt[0] | presult | 2.08
finish | 6 | datain[4] | presult | 2.20
Power figures rest on the tool's default switching activity, not on a simulated workload.
