## design/flow/config.mk

```make
export PLATFORM = sky130hd
export DESIGN_NAME = clkdiv
export DESIGN_NICKNAME = clkdiv
export VERILOG_FILES = /design/flow/design.v
export SDC_FILE = /design/flow/constraint.sdc
export NUM_CORES = 4
export LEC_CHECK = 1
export CORE_AREA = 10 10 76 76
export DIE_AREA = 0 0 86 86
export SYNTH_HDL_FRONTEND = slang
```

## design/flow/constraint.sdc

```tcl
current_design clkdiv

set clk_period 2.4
set clk_io_pct 0.2

create_clock -name clk0 -period $clk_period [get_ports {clk50}]

set non_clock_inputs [all_inputs -no_clocks]
set_input_delay [expr $clk_period * $clk_io_pct] -clock clk0 $non_clock_inputs
set_output_delay [expr $clk_period * $clk_io_pct] -clock clk0 [all_outputs]
```

## design/flow/design.v

```verilog
`timescale 1ns/1ps
module clkdiv(clk50,rst_n,clkout);
input clk50;  
input rst_n; 
output clkout;  
reg clkout;
reg [15:0] cnt;
always @(posedge clk50 or negedge rst_n)
begin
	if(!rst_n) 
		begin
			clkout<=1'b0;
			cnt<=0;
		end
	else if(cnt==16'd162) 
		begin
			clkout<=1'b1;
			cnt<=cnt+16'd1;
		end
	else if(cnt==16'd325)
		begin
			clkout<=1'b0;
			cnt <= 16'd0;
		end
	else 
		begin
			cnt<=cnt+16'd1;
		end
end
endmodule
```

## design/flow/run.sh

```bash
#!/bin/bash
# OpenROAD 26Q1-2900-gdf79404cd8, Yosys 0.63+post, stock flow scripts
make -C /OpenROAD-flow-scripts/flow DESIGN_CONFIG=/design/flow/config.mk WORK_HOME=/design/flow/orfs finish
```

==> results_slide.txt <==
Physical Implementation Snapshot

Global routing
  – Global-route wire length before repair: 2470 um
  – Total grt overflow: 0
  – Vias in the first global route: 529
  – GRT Resource Usage Total: 0.0397
  – Initial antenna violation count: 0
  – Pin count of the biggest net entering global routing: 18

Floorplanning
  – Die width: 86 um
  – Row count: 23
  – Core footprint: 4120 sq um
  – Full die area: 7400 sq um
  – I/O pins: 3
  – Chip Height: 86 um
  – Core Util at FP: 0.202

Detailed routing
  – DRC viols: 0
  – Routed WL: 1370 um
  – ANT cells: 0
  – Vias per std cell: 4.08
  – Vias: 531
  – Starting DRT DRC Count: 76
  – DRT Pass-1 Iters: 4
  – Wire per inst: 10.5 um
  – Final ANT Viol Nets: 0

Flow run
  – OpenROAD warning count: 27
  – Max-cap check violation count: 0

Synth
  – Cell taking the most area after synthesis: dfrtp_1
  – Number of cells in Yosys stat: 74
  – Average cell area after synthesis: 11.2 sq um
  – Syn Std Cell Area: 830 sq um
  – Max-area cell share: 0.513
  – Seq cells post-synth: 17
  – Post-synthesis chip area from yosys: 830 sq um
  – Cell Type Count: 20
  – Cell area leaders: dfrtp_1, xor2_1, xnor2_1
  – Cell count after synthesis: 74
  – Post-synth seq share: 0.513
  – YS warnings: 0

Final timing
  – RSZ-0062 raised after global routing: false
  – Setup TNS: 0 ps
  – Fin. max-slew vios: 0
  – Setup Skew: 4.06 ps
  – Slew HR: 0.499
  – Crit path time final: 1670 ps
  – Final hold violations: 0
  – Worst-Margin Slew: 749 ps
  – Endpoints failing setup: 0
  – Final period util: 0.696
  – Max Clk Rate: 599 MHz

Clock tree
  – Post-CTS setup buffers: 0
  – CTS tree: done
  – Post-CTS Resized: 0
  – Hold buffers post-CTS: 0
  – Clk latency of the worst-skew pair: 250 ps
  – Clock sink count: 17
  – Max Root-Sink Buffers: 2
  – H-tree depth: 1
  – CTS Buf Count: 3
  – Clock Tree Root: clkbuf_8
  – Clk pin slew, worst setup/hold paths: 70 ps

Critical path
  – Crit end category: flop
  – Worst r2r path cells: 5
  – Worst path required time: 2580 ps
  – Crit path max fanout: 5
  – Setup Crit Path Kind: reg -> reg
  – Worst Setup Start Kind: flop
  – Arrival @ worst endpoint: 1850 ps

Placed design
  – Number of buffers added on ports: 2
  – Placed Instances: 126
  – GPL Wtd Cong: 0.784

Cells and area
  – Share of cells above drive strength 1: 0.113
  – Post-Layout Cell Count: 130
  – Area Growth Syn to Fin: 15.5%

Power and ir drop
  – Pwr dens: 528 nW/um^2
  – VDD IR max: 367 uV
  – Leak: 0.417 nW

Hold path
  – Hold Crit Class: reg -> reg
  – Hold path cells: 1

Status
  – Status: completed
==> power by group <==
part	internal, mW	switching, mW	leakage [nW]
Combinational	0.00143	0.00529	0.164
Clock	0.115	0.0973	0.0255
Sequential	0.286	0	0.228
==> synthesized netlist by cell type, drive strengths merged <==
master	count
and4	1
nor4	2
nand3	5
dfrtp	17
nor4b	1
nand4	1
or3	1
o21ba	1
and3	1
xnor2	6
nand4b	1
ha	3
nand2	8
inv	2
nor3	3
nor2	11
xor2	8
nor4bb	2
==> sequential cells by signal (all words and copies together), names as in the netlist <==
signal	cells
cnt	16
clkout	1
==> worst max-delay path, stage by stage (launching register included) <==
cell	delay [ps]
dfrtp_1	410
ha_1	230
nand2_1	90
or3_4	420
nor4_4	290
xor2_1	160
==> cells by family (layout without fill, tap and decap cells) <==
kind of cell	Yosys count	after routing	synth area share
and+or+nand+nor	37	37	0.273
xor gates and xnor gates	14	14	0.148
DFF	17	17	0.513
AOI/OAI and AO/OA	1	1	0.0121
adders and majority gates	3	3	0.0453
buffers and inverters	2	8	0.00905
==> per-stage QoR <==
stage | util | power (mW) | hold WS, ps | setup slack (ps) | cell area, sq um
floorplan | - | 0.292 | 184 | 838 | 830
global placement | 0.222 | 0.299 | 503 | 768 | 912
detailed placement | 0.222 | 0.299 | 487 | 753 | 912
CTS | 0.233 | 0.515 | 498 | 733 | 958
global route | 0.233 | 0.530 | 520 | 584 | 958
finish | 0.233 | 0.506 | 493 | 730 | 958
==> worst paths after layout <==
kind | end | start | slack, ps
min in group asynchronous | cnt[8] | rst_n | 670
min | cnt[15] | cnt[15] | 490
min reg2reg | cnt[15] | cnt[15] | 490
max in group asynchronous | cnt[3] | rst_n | 1260
max | cnt[14] | cnt[0] | 730
max reg2reg | cnt[14] | cnt[0] | 730
==> layout by cell type (no fill, tap or decap), drive strengths merged <==
cell type / n
nand4: 1
nor4b: 1
xnor2: 6
nand4b: 1
nand2: 8
clkinv: 1
dfrtp: 17
inv: 2
and4: 1
nor4bb: 2
nor3: 3
ha: 3
nand3: 5
o21ba: 1
clkdlybuf4s50: 2
xor2: 8
nor4: 2
and3: 1
or3: 1
nor2: 11
clkbuf: 3
==> final cells by class <==
cell class,instances,area (sq um)
fillers,430,3160
flip-flops and latches,17,425
multi-input cells,55,397
well taps,50,62.6
clock buffers,3,41.3
repair buffers,2,20.0
inverters,2,7.51
clock inverters,1,5.00
==> per-layer routing <==
| metal | wire (um) | GRT usage |
|---|---|---|
| met2 | 552 | 0.0527 |
| met4 | 21 | 0.00749 |
| met1 | 707 | 0.0581 |
| met5 | 0 | 0 |
| met3 | 84 | 0.0172 |
Power is estimated from default activity; no workload was simulated.
